--- ./run.sh ---
#!/bin/bash
# OpenROAD 26Q1-2900-gdf79404cd8, Yosys 0.63+post, stock flow scripts
make -C /OpenROAD-flow-scripts/flow DESIGN_CONFIG=/design/flow/config.mk WORK_HOME=/design/flow/orfs finish
--- ./config.mk ---
export PLATFORM = sky130hd
export DESIGN_NAME = restoringDivisor
export DESIGN_NICKNAME = restoringDivisor
export VERILOG_FILES = /design/flow/design.v
export SDC_FILE = /design/flow/constraint.sdc
export NUM_CORES = 4
export LEC_CHECK = 1
export CORE_AREA = 10 10 109 109
export DIE_AREA = 0 0 119 119
--- ./constraint.sdc ---
current_design restoringDivisor

set clk_period 3.2
set clk_io_pct 0.2

create_clock -name clk0 -period $clk_period [get_ports {Clock}]

set non_clock_inputs [all_inputs -no_clocks]
set_input_delay [expr $clk_period * $clk_io_pct] -clock clk0 $non_clock_inputs
set_output_delay [expr $clk_period * $clk_io_pct] -clock clk0 [all_outputs]
--- ./design.v ---
`timescale 1ns / 1ns
module restoringDivisor(Clock, Resetn, Go, Divisor, Dividend, Quotient, Remainder);
    input Clock;
    input Resetn;
    input Go;
    input [3:0] Dividend;
    input [3:0] Divisor;
    output [3:0] Quotient;
    output [3:0] Remainder;
    wire MSB_A;
    wire MSB_X;
    wire ld_x, ld_y, ld_a, ld_q, ld_r;
    wire ld_alu_out;
    wire [1:0] alu_select_a, alu_select_b;
    wire [1:0] alu_op;
    control C0(
        .clk(Clock),
        .resetn(Resetn),
        .go(Go),
        .msb_a(MSB_A),
        .msb_x(MSB_X),
        .ld_alu_out(ld_alu_out),
        .ld_x(ld_x),
        .ld_y(ld_y),
        .ld_a(ld_a),
        .ld_q(ld_q),
        .ld_r(ld_r),
        .alu_select_a(alu_select_a),
        .alu_select_b(alu_select_b),
        .alu_op(alu_op)
    );
    datapath D0(
        .clk(Clock),
        .resetn(Resetn),
        .msb_a(MSB_A),
        .msb_x(MSB_X),
        .ld_alu_out(ld_alu_out),
        .ld_x(ld_x),
        .ld_y(ld_y),
        .ld_a(ld_a),
        .ld_q(ld_q),
        .ld_r(ld_r),
        .alu_select_a(alu_select_a),
        .alu_select_b(alu_select_b),
        .alu_op(alu_op),
        .divisor(Divisor),
        .dividend(Dividend),
        .quotient(Quotient),
        .remainder(Remainder)
    );
endmodule   
module control(
    input clk,
    input resetn,
    input go,
    input msb_a,
    input msb_x,
    output reg ld_x, ld_y, ld_a, ld_q, ld_r,
    output reg ld_alu_out,
    output reg [1:0] alu_select_a, alu_select_b,
    output reg [1:0] alu_op
    );
    reg [5:0] current_state, next_state;
    reg [1:0] counter;
    localparam  S_WAIT          = 5'd0,
                S_LOAD          = 5'd1,
                S_SHIFT_X       = 5'd2,
                S_SHIFT_A       = 5'd3,
                S_SET_LSB_A     = 5'd4,
                S_SUB_DIVISOR   = 5'd5,
                S_ADD_DIVISOR   = 5'd6,
                S_SET_LSB_X     = 5'd7,
                S_COUNT         = 5'd8,
                S_DISPLAY       = 5'd9,
                S_BUFFER        = 5'd10;
    always @(*)
    begin: state_table
        case (current_state)
            S_WAIT:         next_state = go ? S_LOAD : S_WAIT;
            S_LOAD:         next_state = S_SHIFT_X;
            S_SHIFT_X:      next_state = S_SHIFT_A;
            S_SHIFT_A:      next_state = msb_x ? S_SET_LSB_A : S_SUB_DIVISOR;
            S_SET_LSB_A:    next_state = S_SUB_DIVISOR;
            S_SUB_DIVISOR:  next_state = S_BUFFER;
            S_BUFFER:       next_state = msb_a ? S_ADD_DIVISOR : S_SET_LSB_X;
            S_ADD_DIVISOR:  next_state = S_COUNT;
            S_SET_LSB_X:    next_state = S_COUNT;
            S_COUNT:        next_state = (counter == 3) ? S_DISPLAY : S_SHIFT_X;
            S_DISPLAY:      next_state = S_WAIT;
            default: next_state = S_WAIT;
        endcase
    end   
    always @(*)
    begin: enable_signals
        ld_x = 1'b0;
        ld_y = 1'b0;
        ld_a = 1'b0;
        ld_q = 1'b0;
        ld_r = 1'b0;
        ld_alu_out = 1'b0;
        alu_select_a = 2'b00;
        alu_select_b = 2'b00;
        alu_op       = 2'b00;
        case (current_state)
            S_LOAD: begin
                ld_x = 1'b1;
                ld_y = 1'b1;
                ld_a = 1'b1;
                end
            S_SHIFT_X: begin
                ld_alu_out = 1'b1;
                ld_x = 1'b1;
                alu_select_a = 2'b00;
                alu_op = 2'b00;
                end
            S_SHIFT_A: begin
                ld_alu_out = 1'b1;
                ld_a = 1'b1;
                alu_select_a = 2'b10;
                alu_op = 2'b00;
                end
            S_SET_LSB_A: begin
                ld_alu_out = 1'b1;
                ld_a = 1'b1;
                alu_select_a = 2'b10;
                alu_op = 2'b11;
                end
            S_SUB_DIVISOR: begin
                ld_alu_out = 1'b1;
                ld_a = 1'b1;
                alu_select_a = 2'b10;
                alu_select_b = 2'b01;
                alu_op = 2'b10;
                end
            S_ADD_DIVISOR: begin
                ld_alu_out = 1'b1;
                ld_a = 1'b1;
                alu_select_a = 2'b10;
                alu_select_b = 2'b01;
                alu_op = 2'b01;
                end
            S_SET_LSB_X: begin
                ld_alu_out = 1'b1;
                ld_x = 1'b1;
                alu_select_a = 2'b00;
                alu_op = 2'b11;
                end
            S_DISPLAY: begin
                ld_q = 1'b1;
                ld_r = 1'b1;
                end
            endcase
    end   
    always @(posedge clk)
    begin: state_FFs
        if (!resetn) begin
            current_state <= S_WAIT;
            counter <= 2'd0;
            end
        else
            current_state <= next_state;
        if (current_state == S_COUNT)
            counter <= counter + 1;
    end   
endmodule   
module datapath(
    input clk,
    input resetn,
    input [3:0] divisor,
    input [3:0] dividend,
    input ld_x, ld_y, ld_a, ld_q, ld_r,
    input ld_alu_out,
    input [1:0] alu_select_a, alu_select_b,
    input [1:0] alu_op,
    output reg msb_a,
    output reg msb_x,
    output reg [3:0] remainder,
    output reg [3:0] quotient
    );
    reg [3:0] x;
    reg [3:0] y;
    reg [4:0] a;
    always @(*) begin
        msb_a = a[4];
    end
    reg [4:0] alu_out;   
    reg [4:0] alu_a, alu_b;   
    always @(posedge clk) begin
        if (!resetn) begin
            x <= 4'b0;
            y <= 4'b0;
            a <= 5'b0;
        end
        else begin
            if (ld_x)
                x <= ld_alu_out ? alu_out : dividend;
            if (ld_y)
                y <= divisor;
            if (ld_a)
                a <= ld_alu_out ? alu_out : 5'b0;
        end
        msb_x <= x[3];
    end
    always @(posedge clk) begin
        if (!resetn) begin
            remainder <= 4'b0;
            quotient <= 4'b0;
        end
        else begin
            if (ld_r)
                remainder <= a;
            if (ld_q)
                quotient <= x;
        end
    end
    always @(*)
    begin
        case (alu_select_a)
            2'd0:
                alu_a = x;
            2'd1:
                alu_a = y;
            2'd2:
                alu_a = a;
            default: alu_a = 5'b0;
        endcase
        case (alu_select_b)
            2'd0:
                alu_b = x;
            2'd1:
                alu_b = y;
            2'd2:
                alu_b = a;
            default: alu_b = 5'b0;
        endcase
    end
    always @(*)
    begin: ALU
        case (alu_op)
            2'd0:
                alu_out = alu_a << 1;
            2'd1:
                alu_out = alu_a + alu_b;
            2'd2:
                alu_out = alu_a - alu_b;
            2'd3:
                alu_out = {alu_a[4:1], 1'b1};
            default: alu_out = 5'b0;
        endcase
    end
endmodule   
==> results.py <==
# Synthesis and PnR figures
metrics = {
    "sta": {
        "final_max_slew_viol_count": 0,
        "final-hold-violation-count": 0,
        "setup-tns-final_ns": 0,
        "rsz0062_at_grt": "false",
        "finClkSkew_ns": 0.00367,
        "relSlewSlack": 0.672,
        "timing.hold.ws_ns": 0.449,
        "fin_crit_ns": 2.72,
        "finalWorstSetupSlack_ns": 0.478,
        "tightestPinTransition_ns": 0.492,
        "setup_violations": 0,
        "period_used_share": 0.851,
        "fmax_mhz": 367,
    },
    "synthesis": {
        "top_cell_area_share": 0.356,
        "edf_count": 2,
        "top_cells_by_count": "35 x dfxtp_1, 28 x nor2_1, 19 x mux2i_1",
        "yosysWarnings": 2,
        "syn-cell-area_um2": 1970,
        "top_cells_by_area": "dfxtp_1 36%, mux2i_1 9.7%, ha_1 8.3%, nor2_1 5.3%, a21oi_1 3.3%",
        "synth_cells": 218,
        "synth-main-ff-cell": "dfxtp_1",
        "yosys_cells": 218,
        "async_reset_ff_frac": 0,
        "most_common_cell": "dfxtp_1",
        "top_area_cell": "dfxtp_1",
        "synth-seq-cells": 37,
        "ys_area_um2": 1970,
        "ys_seq_share": 0.386,
        "syn_avg_cell_area_um2": 9.04,
        "yosys.cell_types.count": 43,
    },
    "clocking": {
        "htreeDepth": 2,
        "post_cts_buffers": 0,
        "cts_buffers": 5,
        "clock_path_buffers": 2,
        "cts.sinks": 37,
        "cts-root-buf": "clkbuf_8",
        "hold_buffers": 0,
        "cts_resized": 0,
        "clk_latency_ns": 0.28,
        "cts_tree": "done",
        "clkTransAtPathRegs_ns": 0.07,
    },
    "worst_setup_path": {
        "required_ns": 3.37,
        "cp_common_cell": "ha_1",
        "arrival_ns": 2.89,
        "crit_chain": "mux2i_1 -> ha_1 -> nor2_1 -> xor2_1 -> ha_1 -> a21o_1 -> a21oi_1 -> xnor3_1 -> a221oi_1 -> a211oi_1",
        "cp_slowest_stage_delay_ns": 0.47,
        "crit_family": "AND-OR/OR-AND gates",
        "path_buffers": 0,
        "start_kind": "flip-flop",
        "worst-path-max-fanout": 6,
        "slowest_stage": "dfxtp_1",
        "critPathKind": "flip-flop to flip-flop",
        "crit_path_end_kind": "flip-flop",
    },
    "drt": {
        "antenna_left": 0,
        "drt_iter0_drc": 60,
        "vias_per_cell": 4.05,
        "drt_pass1_iterations": 4,
        "wl_um": 4070,
        "vias": 1481,
        "route.detailed.drc": 0,
        "antennaDiodeCount": 0,
        "avgRoutedWirePerCell_um": 11.1,
    },
    "status": {
        "status": "completed",
    },
    "placed_design": {
        "dp_hpwl_um": 3060,
        "numPortBuffers": 18,
        "dp_slack_ns": 0.476,
        "place_congestion": 0.803,
        "dpl.cell_count": 358,
    },
    "die": {
        "ios": 19,
        "die_area_um2": 14200,
        "fp.coreArea_um2": 9640,
        "dieWidth_um": 119,
        "fp_util": 0.204,
        "fp-row-count": 36,
        "die_height_um": 119,
    },
    "grt": {
        "grtUsageTotal": 0.0581,
        "grt_pass1_wl_um": 7150,
        "grt_max_degree": 17,
        "antenna_found_initial": 0,
        "grt_pass1_vias": 1470,
        "gr-total-overflow": 0,
    },
    "final_layout": {
        "syn2layout_area_growth_pct": 19.2,
        "final_cells": 366,
        "multiInputGateArea_um2": 1090,
        "seq_area_um2": 761,
        "nFillCells": 1053,
        "drive_gt1_frac": 0.0687,
    },
    "job": {
        "log.warning_count": 30,
        "cap_violations": 0,
    },
    "power_and_ir_drop": {
        "switching_share": 0.324,
        "power_uw": 1310,
        "p_clk_frac": 0.236,
        "p_sw_uw": 423,
        "p_seq_frac": 0.437,
        "vdd.ir_drop.worst_uv": 183,
        "p_int_uw": 882,
        "p_comb_frac": 0.327,
        "power.density_nw_per_um2": 556,
        "leakage_uw": 0.000919,
    },
    "hold_path": {
        "hold_path_class": "flip-flop to flip-flop",
    },
}
==> power by group through the flow <==
stage | Combinational [uW] | Sequential [uW] | Clock (uW)
after CTS | 431 | 570 | 320
final | 427 | 571 | 308
after global routing | 485 | 581 | 344
==> per-stage QoR <==
stage | area [um2] | util
finish | 2350 | 0.244
global route | 2350 | 0.244
CTS | 2350 | 0.244
detailed placement | 2270 | 0.235
global placement | 2270 | 0.235
floorplan | 1970 | -
==> worst paths after layout <==
kind | to | slack [ns] | depth (start not counted) | from
max | D0.a[4]$_SDFFE_PN0P_ | 0.48 | 10 | D0.alu_select_b[0]$_SDFF_PP0_
max reg2reg | D0.a[4]$_SDFFE_PN0P_ | 0.48 | 10 | D0.alu_select_b[0]$_SDFF_PP0_
min reg2reg | D0.msb_x$_DFF_P_ | 0.45 | 0 | D0.x[3]$_SDFFE_PN0P_
min | D0.msb_x$_DFF_P_ | 0.45 | 0 | D0.x[3]$_SDFFE_PN0P_
==> kinds of logic after synthesis <==
kind of cell    count (synthesis)  share of synthesized area
compound gates                 50                      0.166
fa+ha+maj                      14                     0.0927
buf+inv                        28                     0.0622
simple gates                   61                      0.145
flops                          37                      0.386
xor+xnor                        5                     0.0292
mux                            23                      0.119
==> cell usage in the layout, fill, tap and decap left out, types with 2 or more instances in the layout <==
cell type        instances
a31oi_1                  4
mux2_2                   4
buf_4                    2
a211oi_1                 2
o22ai_1                  2
ha_1                    13
o31ai_1                  2
a21boi_0                 3
clkbuf_8                 5
a21o_1                   3
or3b_1                   2
xor2_1                   3
a21oi_1                 13
o21ai_0                 11
a221oi_1                 2
edfxtp_1                 2
nand3b_1                 2
mux2i_1                 19
nor2_1                  28
nor4b_1                  2
dfxtp_1                 35
clkdlybuf4s50_1         18
nand2_1                 16
clkinv_2                 2
inv_1                   14
nand2b_1                 6
==> cell type report <==
type                       count  share of cell area
sequential                    37               0.324
clock inverter                 2             0.00426
tap                          133              0.0709
multi-input combinational    153               0.463
clock buffer                   6              0.0309
inverter                      15              0.0240
timing repair buffer          20              0.0831
==> layer usage <==
metal / GRT usage / vias up / part of all wire
li1: - / 778 / -
met1: 0.0804 / 677 / 0.50
met2: 0.0968 / 22 / 0.46
met3: 0.00863 / 4 / 0.025
met4: 0.00763 / 0 / 0.014
met5: 0 / - / 0
==> registers in the layout, summed over array words and instances, names as in the netlist <==
register / count
D0.a: 5
D0.alu_select_b: 1
C0.ld_q: 1
D0.remainder: 4
D0.quotient: 4
D0.alu_select_a: 1
C0.counter: 2
D0.msb_x: 1
C0.ld_y: 1
D0.ld_alu_out: 1
C0.ld_x: 1
C0.current_state: 4
D0.alu_op: 2
D0.x: 4
C0.ld_a: 1
D0.y: 4
==> worst register-to-register path, stage by stage, from the launching register on <==
cell,delay (ns)
dfxtp_1,0.47
mux2i_1,0.32
ha_1,0.24
nor2_1,0.06
xor2_1,0.15
ha_1,0.34
a21o_1,0.18
a21oi_1,0.13
xnor3_1,0.39
a221oi_1,0.25
a211oi_1,0.08
Power and IR drop assume default switching activity.
